==> design/flow/design.v <==
package rv32i_types;
typedef enum bit [6:0] {
    op_lui   = 7'b0110111,  
    op_auipc = 7'b0010111,  
    op_jal   = 7'b1101111,  
    op_jalr  = 7'b1100111,  
    op_br    = 7'b1100011,  
    op_load  = 7'b0000011,  
    op_store = 7'b0100011,  
    op_imm   = 7'b0010011,  
    op_reg   = 7'b0110011,  
    op_csr   = 7'b1110011   
} rv32i_opcode;
typedef enum bit [2:0] {
    beq  = 3'b000,
    bne  = 3'b001,
    blt  = 3'b100,
    bge  = 3'b101,
    bltu = 3'b110,
    bgeu = 3'b111
} branch_funct3_t;
typedef enum bit [2:0] {
    lb  = 3'b000,
    lh  = 3'b001,
    lw  = 3'b010,
    lbu = 3'b100,
    lhu = 3'b101
} load_funct3_t;
typedef enum bit [2:0] {
    sb = 3'b000,
    sh = 3'b001,
    sw = 3'b010
} store_funct3_t;
typedef enum bit [2:0] {
    add  = 3'b000,  
    sll  = 3'b001,
    slt  = 3'b010,
    sltu = 3'b011,
    axor = 3'b100,
    sr   = 3'b101,  
    aor  = 3'b110,
    aand = 3'b111
} arith_funct3_t;
typedef enum bit [2:0] {
    alu_add = 3'b000,
    alu_sll = 3'b001,
    alu_sra = 3'b010,
    alu_sub = 3'b011,
    alu_xor = 3'b100,
    alu_srl = 3'b101,
    alu_or  = 3'b110,
    alu_and = 3'b111
} alu_ops;
typedef struct packed {
	logic [31:0] pc_data, pc_plus4;
	logic [1:0] pcmux_sel;
	rv32i_opcode opcode;
	logic [2:0] funct3;
   logic [6:0] funct7;
   logic [31:0] imm;
   logic [4:0] rd, rs1, rs2;
	logic load_regfile;
	logic [2:0] regfilemux_sel;
	logic [2:0] imm_mux_sel;
	logic [31:0] rs1_out, rs2_out;
	logic prev_prediction;
	logic alumux1_sel;
	logic alumux2_sel;
	branch_funct3_t cmpop;
	logic cmpmux_sel;
	alu_ops aluop;
	logic dmem_read;
	logic dmem_write;
	logic wb_data_mux_sel;
} rv32i_control_word;
typedef logic [31:0] rv32i_word;
typedef logic [4:0] rv32i_reg;
typedef logic [3:0] rv32i_mem_wmask;
endpackage : rv32i_types
module regfile
(
    input clk,
    input load,
    input [31:0] in,
    input [4:0] src_a, src_b, dest,
    output logic [31:0] reg_a, reg_b
);
logic [31:0] data [32]  ;
initial
begin
    for (int i = 0; i < $size(data); i++)
    begin
        data[i] = 32'b0;
    end
end
always_ff @(posedge clk)
begin
    if (load && dest)
    begin
        data[dest] = in;
    end
end
always_comb
begin
    reg_a = src_a ? data[src_a] : 0;
    reg_b = src_b ? data[src_b] : 0;
end
endmodule : regfile
==> design/flow/run.sh <==
#!/bin/bash
# OpenROAD 26Q1-2900-gdf79404cd8, Yosys 0.63+post, stock flow scripts
make -C /OpenROAD-flow-scripts/flow DESIGN_CONFIG=/design/flow/config.mk WORK_HOME=/design/flow/orfs finish
==> design/flow/config.mk <==
export PLATFORM = sky130hd
export DESIGN_NAME = regfile
export DESIGN_NICKNAME = regfile
export VERILOG_FILES = /design/flow/design.v
export SDC_FILE = /design/flow/constraint.sdc
export NUM_CORES = 4
export LEC_CHECK = 1
export CORE_UTILIZATION = 50
==> design/flow/constraint.sdc <==
current_design regfile

set clk_period 9.8
set clk_io_pct 0.2

create_clock -name clk0 -period $clk_period [get_ports {clk}]

set non_clock_inputs [all_inputs -no_clocks]
set_input_delay [expr $clk_period * $clk_io_pct] -clock clk0 $non_clock_inputs
set_output_delay [expr $clk_period * $clk_io_pct] -clock clk0 [all_outputs]
==> tab_implementation.tex <==
% Yosys + OpenROAD metrics
\begin{tabular}{lr}
\hline
Metric & Value \\
\hline
\multicolumn{2}{l}{\textbf{Clock tree}} \\
CTS tree & yes \\
Deepest level of the CTS H-tree & 3 \\
Maximum number of buffers from clock root to sink & 3 \\
CTS Root Buffer Type & clkbuf\_16 \\
Total setup buffers inserted after CTS & 0 \\
Clock-pin slew on the worst setup and hold paths & about 60 ps \\
\# resized after CTS & 0 \\
Number of clock buffers inserted by TritonCTS & $\sim$110 \\
Total clock sinks & just over 1000 \\
CTS hold repair buffers & 0 \\
\multicolumn{2}{l}{\textbf{Floorplanning}} \\
Boundary pin count & 113 \\
Chip height & 312 microns \\
Chip area & 0.0971 sq mm \\
Floorplan Core Area & 0.0950 sq mm \\
Init Core Util & 0.504 \\
Standard-cell row count & roughly 110 \\
Die extent in x & slightly above 300 microns \\
\multicolumn{2}{l}{\textbf{Outcome}} \\
Outcome & finished clean \\
\multicolumn{2}{l}{\textbf{GRT}} \\
Global-route wire length before repair & approximately 220000 microns \\
Maximum number of pins on one net before global-route repair & 83 \\
Grt ovf & 0 \\
Antenna violations before repair & 2 \\
Overall track demand over capacity in global routing & 0.352 \\
Via count of the first global-routing pass & about 31000 \\
\multicolumn{2}{l}{\textbf{Synthesis}} \\
Dominant register cell in the synthesized netlist & edfxtp\_1 \\
Count of yosys warnings during synthesis & 1 \\
Post-Synthesis Mean Instance Area & 18.7 sq um \\
Synthesized instance count & around 2600 \\
Count of different cell masters after synthesis & 39 \\
Seq/Total Area, Yosys & 0.642 \\
Cell types with the largest area share after synthesis & edfxtp\_1 (64\%), mux4\_2 (15\%), mux2i\_1 (6.7\%) \\
Post-synth top area cell & edfxtp\_1 \\
Number of enable flip-flop cells & $\sim$1000 \\
Ys flops & between 1000 and 1500 \\
Post-synthesis cell count from yosys & 2564 \\
Top cell area share & 0.642 \\
Post-Syn Area & about 0.048 sq mm \\
Summed standard-cell area reported by yosys & roughly 0.048 sq mm \\
Share of flip-flops with an asynchronous set or reset after synthesis & 0 \\
\multicolumn{2}{l}{\textbf{Worst setup path}} \\
Nature of the critical path startpoint & input port \\
Endpoint type of the worst setup path & output pin \\
Critical path class & in2out \\
Largest fanout on the critical path & 38 \\
Worst EP arrival & between 5000 and 6000 ps \\
Endpoint required time on the critical path & roughly 7800 ps \\
\multicolumn{2}{l}{\textbf{Power}} \\
Power density over the cells & between 150 and 200 mW/mm\^{}2 \\
Worst vdd rail ir drop & $\sim$0.16 mV \\
Static leakage & 17.7 nW \\
\multicolumn{2}{l}{\textbf{Route}} \\
\# DRC & 0 \\
Starting DRC count in detailed routing & 1817 \\
Wire length per cell & approximately 37 microns \\
Antenna diode instance count & 0 \\
Via/cell ratio & 6.88 \\
Via Count & 28027 \\
Wirelength, routed & about 150000 microns \\
ANT nets after route & 0 \\
DR pass1 iterations & 7 \\
\multicolumn{2}{l}{\textbf{Timing}} \\
Number of max-slew violations in the final report & 0 \\
Accumulated negative setup slack & 0 ps \\
Slew Limit Headroom & 0.301 \\
Fmax & $\sim$130 MHz \\
Final clock period utilization by the worst path & 0.768 \\
\# setup viols final & 0 \\
Setup repair after global routing missed its margin & no \\
Slew at the pin closest to its max-slew limit & approximately 1000 ps \\
Final critical delay including setup and external delays & approximately 7500 ps \\
Final-report hold violation count & 0 \\
\multicolumn{2}{l}{\textbf{Hold path}} \\
Type of the tightest min-delay check & in2reg \\
\multicolumn{2}{l}{\textbf{Placed design}} \\
Final estimated routing congestion in global placement & about 0.89 \\
Sum of net half-perimeters after detailed placement & 85900 microns \\
Quantity of I/O buffers inserted on ports & 112 \\
Total instance count after detailed placement & $\sim$3900 \\
\multicolumn{2}{l}{\textbf{Final layout}} \\
Tally of non-filler cells in the final layout & about 4000 \\
Commonest cells after routing, fill and taps aside & edfxtp\_1 (1024), mux2i\_1 (320), mux4\_2 (316), buf\_4 (115), clkbuf\_16 (111) \\
Share of the core filled with cells in the final layout & 0.573 \\
Fraction of layout cells with a size suffix above 1 & 0.264 \\
Most common cell after layout, fill and taps aside & edfxtp\_1 \\
Flip-flop count of the largest register, all copies and words added & a little over 1000 \\
Number of filler cells placed in the layout & between 6000 and 7000 \\
Area growth from synthesis to layout & 13.5\% \\
\multicolumn{2}{l}{\textbf{Flow run}} \\
Tally of OpenROAD warnings & 26 \\
Maximum capacitance violations & 0 \\
\hline
\end{tabular}
critical path, stage by stage:
cell	delay [ps]
buf_4	370
buf_4	710
nor2_2	60
and3_2	510
buf_4	430
a211oi_1	840
clkdlybuf4s50_1	620
layout make-up:
cell class,instances,area (sq um),share of cell area
clock buffer,126,2830,0.0521
tap,1265,1580,0.0291
sequential,1024,30700,0.565
inverter,2,8.76,0.000161
multi-input combinational,1354,16400,0.301
clock inverter,70,739,0.0136
timing repair buffer,231,2080,0.0383
kinds of logic (layout without fill, tap and decap cells):
logic type / count (synthesis) / in the layout / share of synthesized area
AOI/OAI and AO/OA: 374 / 374 / 0.0615
buffers and inverters: 217 / 429 / 0.0244
DFF: 1024 / 1024 / 0.642
muxes: 736 / 736 / 0.250
other: 1 / 32 / 0.0000783
and+or+nand+nor: 212 / 212 / 0.0218
through the flow:
step	hold WS (ps)	power, W	worst slack [ps]	instance area, sq um
5_1_grt	2120	0.0102	2200	54400
4_1_cts	2070	0.00998	2320	54400
6_report	2090	0.00994	2270	54400
2_1_floorplan	2060	0.00549	4470	48000
3_3_place_gp	2790	0.00587	2310	50800
3_5_place_dp	2790	0.00587	2310	50800
Yosys cell counts, types with 2 or more instances:
| cell | n |
|---|---|
| mux4_1 | 36 |
| inv_1 | 2 |
| or3b_2 | 5 |
| or3_1 | 2 |
| o21ai_1 | 4 |
| a21oi_1 | 32 |
| mux2_2 | 64 |
| a311oi_1 | 32 |
| clkbuf_1 | 98 |
| nand3b_1 | 6 |
| nand4_1 | 32 |
| o221ai_1 | 64 |
| buf_2 | 50 |
| a211oi_2 | 11 |
| mux4_2 | 316 |
| a221oi_1 | 38 |
| nor2b_1 | 37 |
| nor2_1 | 36 |
| nand3_1 | 2 |
| a221oi_2 | 16 |
| buf_6 | 12 |
| nand2_1 | 85 |
| a22oi_1 | 64 |
| o2111ai_1 | 10 |
| mux2i_1 | 320 |
| o21ai_0 | 50 |
| edfxtp_1 | 1024 |
| buf_4 | 53 |
| a211oi_1 | 53 |
power breakdown:
group / internal [W] / total, W / switching (W)
logic: 0.000372 / 0.000878 / 0.000506
registers: 0.00489 / 0.00491 / 0.0000268
clock network: 0.00247 / 0.00415 / 0.00168
final timing paths:
path	endpoint	slack, ps	start	cells past startpoint
max	reg_b[8]	2270	src_b[3]	7
min	data[28][18]	2090	in[18]	2
per-layer routing:
metal	wire length (microns)	up-vias	global-route usage
met5	351	-	0.0306
met1	46600	14063	0.437
met4	5190	10	0.0912
li1	-	11348	-
met2	68100	2272	0.484
met3	30000	334	0.296
Power and IR drop assume default switching activity.
