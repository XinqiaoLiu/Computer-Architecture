==> flow/config.mk <==
export PLATFORM = sky130hd
export DESIGN_NAME = BTB
export DESIGN_NICKNAME = BTB
export VERILOG_FILES = /design/flow/design.v
export SDC_FILE = /design/flow/constraint.sdc
export NUM_CORES = 4
export LEC_CHECK = 1
export CORE_UTILIZATION = 40
==> flow/constraint.sdc <==
current_design BTB

set clk_period 7.7
set clk_io_pct 0.2

create_clock -name clk0 -period $clk_period [get_ports {clk}]

set non_clock_inputs [all_inputs -no_clocks]
set_input_delay [expr $clk_period * $clk_io_pct] -clock clk0 $non_clock_inputs
set_output_delay [expr $clk_period * $clk_io_pct] -clock clk0 [all_outputs]
==> flow/design.v <==
package rv32i_types;
typedef enum bit [6:0] {
    op_lui   = 7'b0110111,  
    op_auipc = 7'b0010111,  
    op_jal   = 7'b1101111,  
    op_jalr  = 7'b1100111,  
    op_br    = 7'b1100011,  
    op_load  = 7'b0000011,  
    op_store = 7'b0100011,  
    op_imm   = 7'b0010011,  
    op_reg   = 7'b0110011,  
    op_csr   = 7'b1110011   
} rv32i_opcode;
typedef enum bit [2:0] {
    beq  = 3'b000,
    bne  = 3'b001,
    blt  = 3'b100,
    bge  = 3'b101,
    bltu = 3'b110,
    bgeu = 3'b111
} branch_funct3_t;
typedef enum bit [2:0] {
    lb  = 3'b000,
    lh  = 3'b001,
    lw  = 3'b010,
    lbu = 3'b100,
    lhu = 3'b101
} load_funct3_t;
typedef enum bit [2:0] {
    sb = 3'b000,
    sh = 3'b001,
    sw = 3'b010
} store_funct3_t;
typedef enum bit [2:0] {
    add  = 3'b000,  
    sll  = 3'b001,
    slt  = 3'b010,
    sltu = 3'b011,
    axor = 3'b100,
    sr   = 3'b101,  
    aor  = 3'b110,
    aand = 3'b111
} arith_funct3_t;
typedef enum bit [2:0] {
    alu_add = 3'b000,
    alu_sll = 3'b001,
    alu_sra = 3'b010,
    alu_sub = 3'b011,
    alu_xor = 3'b100,
    alu_srl = 3'b101,
    alu_or  = 3'b110,
    alu_and = 3'b111
} alu_ops;
typedef struct packed {
	logic [31:0] pc_data, pc_plus4;
	logic [1:0] pcmux_sel;
	rv32i_opcode opcode;
	logic [2:0] funct3;
   logic [6:0] funct7;
   logic [31:0] imm;
   logic [4:0] rd, rs1, rs2;
	logic load_regfile;
	logic [2:0] regfilemux_sel;
	logic [2:0] imm_mux_sel;
	logic [31:0] rs1_out, rs2_out;
	logic prev_prediction;
	logic alumux1_sel;
	logic alumux2_sel;
	branch_funct3_t cmpop;
	logic cmpmux_sel;
	alu_ops aluop;
	logic dmem_read;
	logic dmem_write;
	logic wb_data_mux_sel;
} rv32i_control_word;
typedef logic [31:0] rv32i_word;
typedef logic [4:0] rv32i_reg;
typedef logic [3:0] rv32i_mem_wmask;
endpackage : rv32i_types
module BTB
(
	input logic clk,
	input logic[31:0] prev_pc, update_pc, jump_addr_by_alu,
	input logic true_valid,
	output logic[31:0] target
);
logic [31:0] BTB_data[16];
logic valid[16];
logic [3:0] index;
initial
begin
	for(int i = 0; i < $size(BTB_data); i++)
	begin
		BTB_data[i] = 32'b0;
		valid[i] = 0;
	end
	target = 0;
end		
always_comb begin
	index = prev_pc[5:2];
end
always_ff@(posedge clk)
begin
	if(valid[index]==1) begin
		target = BTB_data[index];
	end
	if(true_valid) begin
		BTB_data[update_pc[5:2]] = jump_addr_by_alu;
		valid[update_pc[5:2]] = 1;
	end
end
endmodule: BTB
==> flow/run.sh <==
#!/bin/bash
# OpenROAD 26Q1-2900-gdf79404cd8, Yosys 0.63+post, stock flow scripts
make -C /OpenROAD-flow-scripts/flow DESIGN_CONFIG=/design/flow/config.mk WORK_HOME=/design/flow/orfs finish
==> flow_metrics.tcl <==
# flow metrics
set metrics [dict create \
    run_status "finished, final reports clean" \
    sw_frac_of_total 0.2041 \
    syn_area_um2 20870 \
    htreeDepth 2 \
    grt_start_max_net_pins 69 \
    crit_path_top_delay_cell "buf_4" \
    postCtsSetupRepairBufs 0 \
    cpMostUsedCell "buf_4" \
    critPathCaptureType "flop" \
    ys_cells 879 \
    slew_violations 0 \
    drive_gt1_frac 0.2430 \
    cts_resized 0 \
    postSynthSeqShare 0.7982 \
    synth_cell_type_count 21 \
    power_density_nw_per_um2 261.7 \
    worstPathMaxFanout 49 \
    pwr-share-comb 0.057 \
    syn_to_final_growth_pct 15.52 \
    syn-mean-instance-area_um2 23.74 \
    mostFrequentLayoutCell "edfxtp_1" \
    wirelength_um 42130 \
    root_buffer "clkbuf_16" \
    die_y_um 230.4 \
    fp-row-count 83 \
    period_used_share 0.5186 \
    dp.cells 1612 \
    fmax_mhz 250.4 \
    layout_top_cells "edfxtp_1, mux4_2, clkdlybuf4s50_1" \
    slew_headroom 0.5017 \
    p_leak_uw 0.007574 \
    via_count 9325 \
    period_minus_slack_ps 3993 \
    p_int_uw 5022 \
    power.share.clock 0.390 \
    ant_nets 0 \
    drc_errors 0 \
    yosys_area_um2 20870 \
    crit_family "buffers and inverters" \
    avgRoutedWirePerCell_um 24.59 \
    cp-start-kind "input port" \
    antennaDiodeCount 0 \
    place.gp.congestion 0.7457 \
    cts_max_path_buffers 3 \
    holdWs_ps 437.7 \
    hold_class "flop to flop" \
    cp.required_ps 8020 \
    grt_overflow 0 \
    dieArea_um2 53080 \
    seqPwrFrac 0.552 \
    ys_warn_count 1 \
    rsz0062_at_grt "no" \
    crit_buf_inv 3 \
    finalHoldViolCount 0 \
    p_sw_uw 1288 \
    clkSinkCount 560 \
    setup_viol 0 \
    postCtsHoldBufs 0 \
    cts_tree "done" \
    slowest_delay_ps 630 \
    hpwl_um 19240 \
    antenna_found_initial 1 \
    dr.first_iter.drc_count 588 \
    boundaryPins 130 \
    portBuffers 73 \
    final_cells 1713 \
    tightest_slew_ps 747.5 \
    ys.flops 560 \
    cap_violations 0 \
    die_w_um 230.4 \
    grt_usage 0.1806 \
    enable_flop_cells 544 \
    path_cells "buf_4 > buf_4 > mux4_2 > a22oi_1 > nand2_2 > buf_4" \
    synth_cells 879 \
    fp-utilization 0.4059 \
    viasPerCell 5.444 \
    total_power_uw 6309 \
    worstSetupPathType "input port to flop" \
    clock_skew_ps 19.51 \
    grt_pass1_vias 10270 \
    openroad.warnings 81 \
    arrival_ps 4320 \
    ff_type "edfxtp_1" \
    synthArstFlopShare 0 \
    grt_pass1_wl_um 62990 \
    fin_area_um2 24110 \
    dr.pass1.iters 7 \
    insertion_delay_ps 610 \
    clk_pin_slew_ps 60 \
    core_region_area_um2 51410 \
    place_area_um2 22460 \
    cts_buffers 56 \
    tns_ps 0 \
    ir_drop_mv 0.1540 \
]
==> power by group through the flow <==
| stage | Clock, uW | Sequential, uW | Combinational, uW |
|---|---|---|---|
| final | 2460 | 3480 | 363 |
| after global routing | 2630 | 3490 | 398 |
| after CTS | 2530 | 3490 | 373 |
==> layer usage <==
layer / vias to the layer above / wire [um] / share of wire / global-route usage
met5: - / 13 / 0.00031 / 0
met4: 2 / 993 / 0.024 / 0.03663
met3: 73 / 6422 / 0.15 / 0.1275
met2: 581 / 19390 / 0.46 / 0.2507
met1: 4686 / 15310 / 0.36 / 0.2535
li1: 3983 / - / - / -
==> sequential cells by signal, indices dropped and copies added (netlist names) <==
| register | count |
|---|---|
| valid | 16 |
| BTB_data | 512 |
| target | 32 |
==> worst paths after layout <==
kind,end,slack (ps),cells past startpoint,from
max reg2reg,target[25]$_DFFE_PP_,5520,4,valid[0]$_DFF_P_
max,target[25]$_DFFE_PP_,3710,6,prev_pc[3]
min,valid[3]$_DFF_P_,440,1,valid[3]$_DFF_P_
min reg2reg,valid[3]$_DFF_P_,440,1,valid[3]$_DFF_P_
==> cell families (layout without fill, tap and decap cells) <==
logic type / count (synthesis) / count (layout) / synth area share
flops: 560 / 560 / 0.7982
mux: 132 / 132 / 0.1455
simple gates: 76 / 76 / 0.01709
compound gates: 66 / 66 / 0.02375
buf+inv: 45 / 199 / 0.01541
==> through the flow <==
stage                     worst slack [ps]    util
after floorplan                       2950       -
after global routing                  3471  0.4689
after global placement                3016  0.4370
after CTS                             3621  0.4689
after detailed placement              2998  0.4370
final                                 3707  0.4689
==> cell type report <==
class	count	area (um^2)
well taps	680	850.8
clock inverters	25	143.9
multi-input cells	274	4025
flip-flops and latches	560	16660
repair buffers	98	932.1
clock buffers	76	1498
fillers	4126	27300
==> synthesized netlist by cell type, types with 4 or more instances <==
master    number  area (um^2)
a22oi_1       66        495.5
mux4_2       115         2590
buf_2         14        70.07
mux4_1        17        446.7
nor2_1        13        48.80
or2_2         16        100.1
buf_12         6        120.1
nor3_1         4        20.02
nand2_1       34        127.6
dfxtp_1       16        320.3
edfxtp_1     544        16340
clkbuf_1      20        75.07
No activity file was given, so power comes from the tool's default toggle rates.
