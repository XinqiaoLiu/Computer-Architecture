**./config.mk**
```make
export PLATFORM = sky130hd
export DESIGN_NAME = data_array
export DESIGN_NICKNAME = data_array
export VERILOG_FILES = /design/flow/design.v
export SDC_FILE = /design/flow/constraint.sdc
export NUM_CORES = 4
export LEC_CHECK = 1
export CORE_UTILIZATION = 30
```
**./constraint.sdc**
```tcl
current_design data_array

set clk_period 6.6
set clk_io_pct 0.2

create_clock -name clk0 -period $clk_period [get_ports {clk}]

set non_clock_inputs [all_inputs -no_clocks]
set_input_delay [expr $clk_period * $clk_io_pct] -clock clk0 $non_clock_inputs
set_output_delay [expr $clk_period * $clk_io_pct] -clock clk0 [all_outputs]
```
**./design.v**
```verilog
package rv32i_types;
typedef enum bit [6:0] {
    op_lui   = 7'b0110111,  
    op_auipc = 7'b0010111,  
    op_jal   = 7'b1101111,  
    op_jalr  = 7'b1100111,  
    op_br    = 7'b1100011,  
    op_load  = 7'b0000011,  
    op_store = 7'b0100011,  
    op_imm   = 7'b0010011,  
    op_reg   = 7'b0110011,  
    op_csr   = 7'b1110011   
} rv32i_opcode;
typedef enum bit [2:0] {
    beq  = 3'b000,
    bne  = 3'b001,
    blt  = 3'b100,
    bge  = 3'b101,
    bltu = 3'b110,
    bgeu = 3'b111
} branch_funct3_t;
typedef enum bit [2:0] {
    lb  = 3'b000,
    lh  = 3'b001,
    lw  = 3'b010,
    lbu = 3'b100,
    lhu = 3'b101
} load_funct3_t;
typedef enum bit [2:0] {
    sb = 3'b000,
    sh = 3'b001,
    sw = 3'b010
} store_funct3_t;
typedef enum bit [2:0] {
    add  = 3'b000,  
    sll  = 3'b001,
    slt  = 3'b010,
    sltu = 3'b011,
    axor = 3'b100,
    sr   = 3'b101,  
    aor  = 3'b110,
    aand = 3'b111
} arith_funct3_t;
typedef enum bit [2:0] {
    alu_add = 3'b000,
    alu_sll = 3'b001,
    alu_sra = 3'b010,
    alu_sub = 3'b011,
    alu_xor = 3'b100,
    alu_srl = 3'b101,
    alu_or  = 3'b110,
    alu_and = 3'b111
} alu_ops;
typedef struct packed {
	logic [31:0] pc_data, pc_plus4;
	logic [1:0] pcmux_sel;
	rv32i_opcode opcode;
	logic [2:0] funct3;
   logic [6:0] funct7;
   logic [31:0] imm;
   logic [4:0] rd, rs1, rs2;
	logic load_regfile;
	logic [2:0] regfilemux_sel;
	logic [2:0] imm_mux_sel;
	logic [31:0] rs1_out, rs2_out;
	logic prev_prediction;
	logic alumux1_sel;
	logic alumux2_sel;
	branch_funct3_t cmpop;
	logic cmpmux_sel;
	alu_ops aluop;
	logic dmem_read;
	logic dmem_write;
	logic wb_data_mux_sel;
} rv32i_control_word;
typedef logic [31:0] rv32i_word;
typedef logic [4:0] rv32i_reg;
typedef logic [3:0] rv32i_mem_wmask;
endpackage : rv32i_types
module data_array #(
    parameter s_index = 3,
    parameter s_offset = 5
)
(
    clk,
    read,
    write_en,
    rindex,
    windex,
    datain,
    dataout
);
localparam s_mask   = 2**s_offset;
localparam s_line   = 8*s_mask;
localparam num_sets = 2**s_index;
input clk;
input read;
input [s_mask-1:0] write_en;
input [s_index-1:0] rindex;
input [s_index-1:0] windex;
input [s_line-1:0] datain;
output logic [s_line-1:0] dataout;
logic [s_line-1:0] data [num_sets-1:0]  ;
logic [s_line-1:0] _dataout;
assign dataout = _dataout;
initial
begin
    for (int i = 0; i < num_sets; i++)
    begin
        data[i] = 1'b0;
    end
end
always_ff @(posedge clk)
begin
    if (read)
        for (int i = 0; i < s_mask; i++)
            _dataout[8*i +: 8] <= (write_en[i] & (rindex == windex)) ? datain[8*i +: 8] : data[rindex][8*i +: 8];
    for (int i = 0; i < s_mask; i++)
    begin
		data[windex][8*i +: 8] <= write_en[i] ? datain[8*i +: 8] : data[windex][8*i +: 8];
    end
end
endmodule : data_array
```
**./run.sh**
```bash
#!/bin/bash
# OpenROAD 26Q1-2900-gdf79404cd8, Yosys 0.63+post, stock flow scripts
make -C /OpenROAD-flow-scripts/flow DESIGN_CONFIG=/design/flow/config.mk WORK_HOME=/design/flow/orfs finish
```
==> results.py <==
# Physical implementation metrics
metrics = {
    "setup_path": {
        "critPathTopFamily": "buffers and inverters",
        "end_kind": "register",
        "crit_path_top_delay_cell": "clkdlybuf4s50_1",
        "reg2reg_to": "_dataout[146]",
        "max_stage_delay_ns": 0.76,
        "required_ns": 7.18,
        "path_class": "input port to register",
        "r2r-start": "data[7][146]",
        "cp_cell_sequence": "clkdlybuf4s50_1, xnor2_4, buf_4, buf_4, nand4_1, mux2_2",
        "cp_num_buf_inv": 3,
        "r2r_slack_ns": 4.90,
        "crit_path_start_kind": "input port",
        "worstPathMaxFanout": 18,
        "crit_top_cell": "buf_4",
        "reg2regPathDepth": 3,
        "arrival_ns": 4.50,
    },
    "clock_tree": {
        "holdBufCountCts": 0,
        "cts_tree": "yes",
        "cts_setup_buffers": 0,
        "htreeDepth": 4,
        "cts_resized": 0,
        "clk_pin_slew_worst_paths_ns": 0.06,
        "cts_sinks": 2304,
        "root_buffer": "clkbuf_16",
        "clock_latency_ns": 0.89,
        "cts_max_path_buffers": 4,
        "cts_buffers": 241,
    },
    "logic_synthesis": {
        "synth_cell_types": 17,
        "ys_warn_count": 1,
        "synthCells": 3807,
        "syn_area_per_cell_um2": 23.50,
        "ys_ff": 2304,
        "ys_seq_frac": 0.7733,
        "ys_cells": 3807,
        "syn-cell-area_um2": 89470,
        "ys_area_um2": 89470,
    },
    "global_route": {
        "met1_usage": 0.1852,
        "use_met3": 0.1057,
        "grt_pass1_vias": 45410,
        "antenna_found_initial": 83,
        "top_usage_layer": "met2",
        "grt_overflow": 0,
        "grt_max_degree": 77,
        "use_met2": 0.2394,
        "grt_pass1_wl_mm": 313.9,
        "grt_usage": 0.1557,
    },
    "sta": {
        "slew_headroom": 0.4240,
        "period_needed_ns": 3.920,
        "rsz0062_at_grt": "false",
        "skew_ns": 0.07926,
        "finalClockPeriodUsage": 0.5940,
        "tightest_slew_ns": 0.8614,
        "setup_tns_ns": 0,
        "setup_viol": 0,
        "final-max-slew-violation-count": 0,
        "fmax_mhz": 255.1,
        "final-hold-violation-count": 0,
    },
    "floorplanning": {
        "die_x_um": 548.1,
        "die_height_um": 548.1,
        "coreArea_um2": 296800,
        "fp_util": 0.3015,
        "fp-row-count": 200,
        "die_area_um2": 300400,
        "pin_count": 552,
    },
    "pwr": {
        "pwr_density_cell_nw_per_um2": 302.5,
        "leakagePower_nw": 33.60,
        "p_total_w": 0.03248,
        "ir_drop_v": 0.0002419,
    },
    "route": {
        "avgRoutedWirePerCell_um": 25.18,
        "vias": 40870,
        "drcViolationCount": 0,
        "first_iter_violations": 2365,
        "drt-total-wl_mm": 217.4,
        "antenna_left": 0,
        "first_pass_iters": 5,
        "via_per_inst": 4.733,
    },
    "place": {
        "dpl.hpwl_mm": 135.7,
        "placed_cell_area_um2": 99430,
        "globalplace.congestion": 0.8021,
        "port_buffers": 551,
    },
    "cells_and_area": {
        "drive_gt1_frac": 0.3090,
        "final_area_um2": 107400,
        "syn2layout_area_growth_pct": 20.01,
        "nFillCells": 26650,
    },
    "outcome": {
        "outcome": "complete, no violations",
    },
    "hold_path": {
        "min_path_cells": 3,
        "hold_path_end": "_dataout[237]",
        "min_path_type": "register to register",
        "hp-start": "data[3][237]",
    },
    "job": {
        "warnings": 26,
        "cap_violations": 0,
    },
}
report_power, final:
group / switching, W / internal [W]
combinational: 0.00104 / 0.00112
sequential: 0.000182 / 0.0168
clock: 0.00566 / 0.00773
routing by layer:
metal,wire [um],vias up
met5,729,-
li1,-,17460
met3,32360,462
met4,5555,100
met2,104100,2250
met1,74670,20600
cells in the final DEF (no fill, tap or decap):
cell             count
and2_1             256
clkinvlp_4          11
inv_16               1
clkdlybuf4s50_1    547
clkinv_16            9
bufinv_16           25
mux2_2             512
buf_8                4
clkbuf_1            39
nand4_1             32
clkinv_1            55
nor3_2               1
clkbuf_16          242
buf_12               8
and3b_4              2
xnor2_4              1
diode_2             17
nor2_4               1
and3_4               1
mux4_2             512
nor3b_2              3
inv_6                4
edfxtp_1          2304
clkinv_4             6
nand2_1              1
xnor2_2              2
clkinv_8             2
clkinv_2            51
buf_4               48
final cells by class:
type	count	area, um^2	share of cell area
clock buffer	281	6202	0.05776
timing repair buffer	607	6056	0.05640
sequential	2304	69190	0.6443
tap	3939	4928	0.04590
multi-input combinational	1324	19260	0.1793
clock inverter	164	1705	0.01588
antenna	17	42.54	0.0003962
registers in the layout (all words and copies together), names as in the netlist:
name	count
_dataout	256
data	2048
synth_stat cells, drive strengths merged:
library cell / n / area [um^2]
and2: 256 / 1602
and3: 1 / 6.260
and3b: 2 / 17.52
buf: 85 / 742.0
clkbuf: 94 / 352.8
edfxtp: 2304 / 69190
mux2: 512 / 5766
mux4: 512 / 11530
nand2: 1 / 3.750
nand4: 32 / 200.2
nor2: 1 / 3.750
nor3: 1 / 5.000
nor3b: 3 / 22.52
xnor2: 3 / 33.79
worst register-to-register path, cell delays in order (launching register included):
cell and delay, ns:
edfxtp_1 0.37, mux4_2 0.48, mux2_2 0.27, mux2_2 0.32
metrics by stage:
stage               hold WS [ns]  instances  setup WS (ns)  utilization
finish                    0.8151       8636          2.680       0.3618
global route              0.8412       8622          2.656       0.3617
CTS                       0.8213       8619          2.733       0.3617
detailed placement        0.8711       8174          1.734       0.3350
global placement          0.8623       8174          1.818       0.3350
floorplan                 0.8549       3807          3.381            -
logic make-up after synthesis:
group	count (synthesis)	share of synthesized area
DFF	2304	0.7733
muxes	1024	0.1933
and+or+nand+nor	297	0.02079
buffers and inverters	179	0.01224
xor gates and xnor gates	3	0.0003777
how the worst max path moves through the flow:
stage         startpoint  depth (start not counted)       endpoint
global route   windex[1]                          6  _dataout[136]
CTS            windex[1]                          6  _dataout[143]
finish         windex[1]                          6  _dataout[125]
Power and IR drop assume default switching activity.
